===== flow/design.v =====
module Frequency_Updater #(parameter starting_freqw_LO = 370440929, starting_freqw_RF = 0)(
    input     wire              CLOCK_10M,
    input     wire              RESET_N,
    input     wire              INIT_DDS,
    output    reg               INITIED,
    input     wire   [31:0]     FREQW,
    input     wire              UPDATE,
    output    reg               UPDATED,
    output    wire              LO_TR,
    output    wire   [ 7:0]     LO_ADDR,
    output    wire   [31:0]     LO_DATA,
    output    reg               LO_MRSET,
    input     wire              LO_BUSY,
    output    wire              RF_TR,
    output    wire   [ 7:0]     RF_ADDR,
    output    wire   [31:0]     RF_DATA,
    output    reg               RF_MRSET,
    input     wire              RF_BUSY
    );
    reg  [31:0]   REGS_LO[24:0];
    reg  [31:0]   REGS_RF[24:0];
    reg  [ 4:0]   i;
    reg  [ 7:0]   state1;
    reg  [ 7:0]   state2;
    reg           I_LO_TR;
    reg  [ 7:0]   I_LO_ADDR;
    reg  [31:0]   I_LO_DATA;
    reg           I_RF_TR;
    reg  [ 7:0]   I_RF_ADDR;
    reg  [31:0]   I_RF_DATA;
    reg           U_LO_TR;
    reg  [ 7:0]   U_LO_ADDR;
    reg  [31:0]   U_LO_DATA;
    reg           U_RF_TR;
    reg  [ 7:0]   U_RF_ADDR;
    reg  [31:0]   U_RF_DATA;
    assign LO_TR   = INITIED ? U_LO_TR   : I_LO_TR;
    assign LO_ADDR = INITIED ? U_LO_ADDR : I_LO_ADDR;
    assign LO_DATA = INITIED ? U_LO_DATA : I_LO_DATA;
    assign RF_TR   = INITIED ? U_RF_TR   : I_RF_TR;
    assign RF_ADDR = INITIED ? U_RF_ADDR : I_RF_ADDR;
    assign RF_DATA = INITIED ? U_RF_DATA : I_RF_DATA;
    initial begin
        REGS_LO[0] <= 32'b00000000_00000000_00000000_00100000;  
        REGS_LO[1] <= 32'b00000000_10110011_00000100_00000000;  
        REGS_LO[2] <= 0;                                        
        REGS_LO[3] <= 32'b00000000_11000000_00000011_00000000;  
        REGS_LO[4] <= 8947849*2;                  
        REGS_LO[5] <= 0;                                        
        REGS_LO[6] <= 32'b00000000_00000001_11011111_11111111;  
        REGS_LO[7] <= 32'b00000000_00000000_00000000_00000000;  
        REGS_LO[8] <= 32'b00000000_00000000_00000000_00000000;  
        REGS_LO[9] <= 32'b00000000_00000000_00000000_00000000;  
        REGS_LO[10]<= 32'b10000000_00000000_00000000_00000000;  
        REGS_RF[0] <= 32'b00000000_00000000_00000000_00100000;  
        REGS_RF[1] <= 32'b00000000_10110011_00000100_00000000;  
        REGS_RF[2] <= 0;                                        
        REGS_RF[3] <= 32'b00000000_11000000_00000011_00000000;  
        REGS_RF[4] <= 8947849*2;                  
        REGS_RF[5] <= 0;                                        
        REGS_RF[6] <= 32'b00000000_00000001_11011111_11111111;  
        REGS_RF[7] <= 32'b00000000_00000000_00000000_00000000;  
        REGS_RF[8] <= 32'b00000000_00000000_00000000_00000000;  
        REGS_RF[9] <= 32'b00000000_00000000_00000000_00000000;  
        REGS_RF[10]<= 32'b10000000_00000000_00000000_00000000;  
    end
    reg   [15:0]    delay;
    always @(posedge CLOCK_10M or negedge RESET_N) begin
        if (!RESET_N) begin
            i <= 0;
            I_LO_TR <= 0;
            I_RF_TR <= 0;
            LO_MRSET <= 1;
            RF_MRSET <= 1;
            INITIED <= 0;
            delay <= 0;
            state1 <= 255;
        end else begin
            if (!INIT_DDS) begin
                i <= 0;
                I_LO_TR <= 0;
                I_RF_TR <= 0;
                LO_MRSET <= 1;
                RF_MRSET <= 1;
                INITIED <= 0;
                delay <= 0;
                state1 <= 255;
            end else begin
                case (state1)
                    255:begin
                        INITIED <= 0;
                        LO_MRSET <= 0;
                        RF_MRSET <= 0;
                        state1 <= 0;
                    end
                    0  :begin
                            I_LO_TR <= 0;
                            I_RF_TR <= 0;
                            state1 <= 1;
                        end
                    1  :begin
                            if (i>=11) begin
                                state1 <= 6;
                            end else begin
                                state1 <= 2;
                            end
                        end
                    2  :begin
                            I_LO_ADDR <= i;
                            I_RF_ADDR <= i;
                            I_LO_DATA <= REGS_LO[i];
                            I_RF_DATA <= REGS_RF[i];
                            state1 <= 3;
                        end
                    3  :begin
                            I_LO_TR <= 1;
                            I_RF_TR <= 1;
                            state1 <= 4;
                        end
                    4  :begin
                            if (LO_BUSY && RF_BUSY) begin
                                I_LO_TR <= 0;
                                I_RF_TR <= 0;
                                state1 <= 5;
                            end
                        end
                    5  :begin
                            if (!LO_BUSY && !RF_BUSY) begin
                                i <= i+1;
                                state1 <= 0;
                            end
                        end
                    6  :begin
                            if (delay>20000) begin  
                                INITIED <= 1;
                            end else begin
                                delay <= delay+1;
                            end
                        end
                    default: state1 <= 0;
                endcase
            end
        end
    end
    always @(posedge CLOCK_10M or negedge RESET_N) begin
        if (!RESET_N) begin
            U_LO_TR <= 0;
            U_RF_TR <= 0;
            UPDATED <= 0;
            state2 <= 0;
        end else begin
            if (!INITIED) begin
                U_LO_TR <= 0;
                U_RF_TR <= 0;  
                UPDATED <= 0;
                state2 <= 0;
            end else begin
                case (state2)
                    0  :begin
                            U_LO_TR <= 0;
                            U_RF_TR <= 0;
                            state2 <= 1;
                        end
                    1  :begin
                            if (UPDATE) begin
                                U_LO_ADDR <= 4;  
                                U_LO_DATA <= starting_freqw_LO + FREQW;  
                                U_RF_ADDR <= 4;  
                                U_RF_DATA <= starting_freqw_RF + FREQW;  
                                UPDATED <= 0;
                                state2 <= 2;
                            end
                        end
                    2  :begin
                            U_LO_TR <= 1;
                            U_RF_TR <= 1;
                            state2 <= 3;
                        end
                    3  :begin
                            if (LO_BUSY && RF_BUSY) begin
                                U_LO_TR <= 0;
                                U_RF_TR <= 0;
                                state2 <= 4;
                            end
                        end
                    4  :begin
                            if (!LO_BUSY && !RF_BUSY) begin
                                UPDATED <= 1;
                                state2 <= 0;
                            end
                        end
                    default: state2 <= 0;
                endcase
            end
        end
    end
endmodule
module SPI_AD9911(
    input  wire            CLK,
    input  wire            RESET_N,
    input  wire            TR,
    input  wire  [ 7:0]    REG_ADDR,
    input  wire  [31:0]    DATA_IN,
    output reg             AD_CS,
    output reg             AD_SCLK,
    output reg             AD_SDIO0,
    output reg             AD_UPADTE,
    output wire            BUSY
    );
    localparam S0 = 9'b000000001;
    localparam S1 = 9'b000000010;
    localparam S2 = 9'b000000100;
    localparam S3 = 9'b000001000;
    localparam S4 = 9'b000010000;
    localparam S5 = 9'b000100000;
    localparam S6 = 9'b001000000;
    localparam S7 = 9'b010000000;
    localparam S8 = 9'b100000000;
    reg  [ 9:0]   state = 0;
    reg  [ 7:0]   addr = 0;
    reg  [31:0]   data = 0;
    reg  [ 4:0]   regBitWide[24:0];
    reg  [ 4:0]   curBit_addr = 0;
    reg  [ 4:0]   curBit_data = 0;
    assign  BUSY = !AD_CS;
    initial begin
        AD_CS <= 1;
        AD_SCLK <= 0;
        AD_SDIO0 <= 0;
        AD_UPADTE <= 0;
        regBitWide[0 ] <= 7;  
        regBitWide[1 ] <= 23; 
        regBitWide[2 ] <= 15; 
        regBitWide[3 ] <= 23; 
        regBitWide[4 ] <= 31; 
        regBitWide[5 ] <= 15; 
        regBitWide[6 ] <= 23; 
        regBitWide[7 ] <= 15; 
        regBitWide[8 ] <= 31; 
        regBitWide[9 ] <= 31; 
        regBitWide[10] <= 31; 
        regBitWide[11] <= 31; 
        regBitWide[12] <= 31; 
        regBitWide[13] <= 31; 
        regBitWide[14] <= 31; 
        regBitWide[15] <= 31; 
        regBitWide[16] <= 31; 
        regBitWide[17] <= 31; 
        regBitWide[18] <= 31; 
        regBitWide[19] <= 31; 
        regBitWide[20] <= 31; 
        regBitWide[21] <= 31; 
        regBitWide[22] <= 31; 
        regBitWide[23] <= 31; 
        regBitWide[24] <= 31; 
    end
    always @(posedge CLK or negedge RESET_N) begin
        if (!RESET_N) begin
            state <= S0;
            AD_CS <= 1;
            AD_SCLK <= 0;
            AD_SDIO0 <= 0;
            AD_UPADTE <= 0;
        end else begin
            case(state)
                S0:	begin
                        AD_CS <= 1;
                        AD_SCLK <= 0;
                        AD_UPADTE <= 0;
                        state <= S1;
                    end
                S1:	begin
                        if (TR) begin
                            data <= DATA_IN;
                            addr <= REG_ADDR;
                            curBit_addr <= 7;  
                            AD_CS <= 0;   
                            state <= S2;
                        end
                    end
                S2:	begin
                        AD_SCLK <= 0;
                        AD_SDIO0 <= addr[curBit_addr];
                        state <= S3;
                    end
                S3:	begin
                        if (curBit_addr==0) begin
                            state <= S4;
                        end else begin
                            curBit_addr <= curBit_addr - 1;
                            state <= S2;
                        end
                        AD_SCLK <= 1;
                    end
                S4: begin
                        AD_SCLK <= 0;
                        curBit_data <= regBitWide[addr];  
                        state <= S5;
                    end
                S5:	begin
                        AD_SCLK <= 0;
                        AD_SDIO0 <= data[curBit_data];
                        state <= S6;
                    end
                S6:	begin  
                        if (curBit_data==0) begin
                            state <= S7;
                        end else begin
                            curBit_data <= curBit_data - 1;
                            state <= S5;
                        end
                        AD_SCLK <= 1;
                    end
                S7:	begin
                        AD_SCLK <= 0;
                        AD_UPADTE <= 1;
                        state <= S8;
                    end
                S8: begin
                        state <= S0;
                    end
                default:state <= S0;
		    endcase
        end
    end
endmodule  
module Signal_Generator(
    input     wire              CLOCK_10M,
    input     wire              RESET_N,
    input     wire              RF_OUTPUT_EN,
    input     wire              GEN,
    input     wire   [31:0]     CODE,
    input     wire   [15:0]     CODE_LEN,
    input     wire   [15:0]     CODE_DURATION,
    input     wire   [15:0]     PULSE_LEN,
    input     wire              INIT_DDS, 
    output    wire              INITIED, 
    input     wire   [31:0]     FREQW,
    input     wire              UPDATE, 
    output    wire              UPDATED, 
    output    reg               SIGNAL_GEN_OVER,
    output    wire              LO_CS,  
    output    wire              LO_PD,  
    output    wire              LO_UPDATE,
    output    wire              LO_MRSET,
    output    wire              LO_SCLK,
    output    wire   [ 3:0]     LO_SDIO,
    output    wire   [ 3:0]     LO_P,
    output    wire              RF_CS,  
    output    wire              RF_PD,  
    output    wire              RF_UPDATE,
    output    wire              RF_MRSET,
    output    wire              RF_SCLK,
    output    wire   [ 3:0]     RF_SDIO,
    output    wire   [ 3:0]     RF_P
    );
    reg    MA = 0;
    reg    MP = 0;
    assign LO_PD = 0;
    assign RF_PD = 0;
    assign RF_P[1] = MP;
    assign RF_P[3] = RF_OUTPUT_EN & MA;
    assign LO_P[1] = 0;
    assign LO_P[3] = 1;
    reg   [15:0]    code_length;
    reg   [15:0]    code_duration;
    reg   [15:0]    pulse_lenght;
    reg   [31:0]    code;
    reg   [15:0]    i;
    reg   [15:0]    duration;
    reg   [ 7:0]    state;
    always @(posedge CLOCK_10M or negedge RESET_N) begin
        if (!RESET_N) begin
            SIGNAL_GEN_OVER <= 0;
            MA <= 0;
            MP <= 0;
            state <= 0;
        end else begin
            if (!GEN) begin
                SIGNAL_GEN_OVER <= 0;
                MA <= 0;
                MP <= 0;
                i <= 0;
                state <= 0;
            end else begin
                case (state)
                    0  :begin
                            code_length <= CODE_LEN;
                            code_duration <= CODE_DURATION;
                            pulse_lenght <= PULSE_LEN;
                            code <= CODE;
                            state <= 1;
                        end
                    1  :begin
                            if (i < code_length) begin
                                MP <= code[i];
                                MA <= 1;
                                state <= 2;
                            end else if (i < pulse_lenght) begin
                                MA <= 0;
                                state <= 2;
                            end else begin
                                MA <= 0;
                                state <= 3;
                            end
                            duration <= 2;
                        end
                    2  :begin
                            if (duration < code_duration) begin   
                                duration <= duration+1;
                            end else begin
                                i <= i+1;
                                state <= 1;
                            end
                        end
                    3  :begin
                            SIGNAL_GEN_OVER <= 1;
                        end
                endcase
            end
        end
    end
    wire        LO_TR;
    wire [ 7:0] LO_ADDR;
    wire [31:0] LO_DATA;
    wire        LO_BUSY;
    wire        RF_TR;  
    wire [ 7:0] RF_ADDR;
    wire [31:0] RF_DATA;
    wire        RF_BUSY;
    Frequency_Updater #(.starting_freqw_LO(370440929), .starting_freqw_RF (0)) Updater
    (
        .CLOCK_10M     (CLOCK_10M),
        .RESET_N       (RESET_N),
        .INIT_DDS      (INIT_DDS),
        .INITIED       (INITIED),
        .FREQW         (FREQW),
        .UPDATE        (UPDATE),
        .UPDATED       (UPDATED),
        .LO_TR         (LO_TR),
        .LO_ADDR       (LO_ADDR),
        .LO_DATA       (LO_DATA),
        .LO_MRSET      (LO_MRSET),
        .LO_BUSY       (LO_BUSY),
        .RF_TR         (RF_TR),
        .RF_ADDR       (RF_ADDR),
        .RF_DATA       (RF_DATA),
        .RF_MRSET      (RF_MRSET),
        .RF_BUSY       (RF_BUSY)
    );
    SPI_AD9911 SPI_LO
    (
        .CLK         (CLOCK_10M),
        .RESET_N     (RESET_N),
        .TR          (LO_TR),
        .REG_ADDR    (LO_ADDR),
        .DATA_IN     (LO_DATA),
        .BUSY        (LO_BUSY),
        .AD_CS       (LO_CS),
        .AD_SCLK     (LO_SCLK),
        .AD_SDIO0    (LO_SDIO[0]),
        .AD_UPADTE   (LO_UPDATE)
    );
    SPI_AD9911 SPI_RF 
    (
        .CLK         (CLOCK_10M),
        .RESET_N     (RESET_N),
        .TR          (RF_TR),
        .REG_ADDR    (RF_ADDR),
        .DATA_IN     (RF_DATA),
        .BUSY        (RF_BUSY),
        .AD_CS       (RF_CS),
        .AD_SCLK     (RF_SCLK),
        .AD_SDIO0    (RF_SDIO[0]),
        .AD_UPADTE   (RF_UPDATE)
    );
endmodule

===== flow/run.sh =====
#!/bin/bash
# OpenROAD 26Q1-2900-gdf79404cd8, Yosys 0.63+post, stock flow scripts
make -C /OpenROAD-flow-scripts/flow DESIGN_CONFIG=/design/flow/config.mk WORK_HOME=/design/flow/orfs finish

===== flow/config.mk =====
export PLATFORM = sky130hd
export DESIGN_NAME = Signal_Generator
export DESIGN_NICKNAME = Signal_Generator
export VERILOG_FILES = /design/flow/design.v
export SDC_FILE = /design/flow/constraint.sdc
export NUM_CORES = 4
export LEC_CHECK = 1
export CORE_UTILIZATION = 30

===== flow/constraint.sdc =====
current_design Signal_Generator

set clk_period 8.6
set clk_io_pct 0.2

create_clock -name clk0 -period $clk_period [get_ports {CLOCK_10M}]

set non_clock_inputs [all_inputs -no_clocks]
set_input_delay [expr $clk_period * $clk_io_pct] -clock clk0 $non_clock_inputs
set_output_delay [expr $clk_period * $clk_io_pct] -clock clk0 [all_outputs]

==> results.md <==
| Group | Result | Reported |
|---|---|---|
| global route | Wire length of the first global-routing pass | 53.6 mm |
| worst hold path | Startpoint of the worst hold path | Updater.state1[3] |
| sta | Worst-margin pin slew | 0.821 ns |
| critical path | Count of buffer and inverter cells on the critical path | 2 |
| detailed routing | Total wire length | 32.8 mm |
| layout | Most frequent cells in the layout | 288 x sky130_fd_sc_hd__edfxtp_1, 191 x sky130_fd_sc_hd__nand2_1, 131 x sky130_fd_sc_hd__clkdlybuf4s50_1 |
| pwr | Maximum ir drop on the vdd rail | 0.000128 V |
| global route | Gr ovfl total | 0 |
| global route | Largest net degree at the start of global routing | 76 |
| layout | Non-filler cells in the finished layout | 2205 |
| critical path | R2R setup slack | 5.87 ns |
| cts | Number of clock sinks | 360 |
| floorplanning | Number of standard-cell rows in the floorplan | 85 |
| layout | Final standard cell area without fillers | 20100 um2 |
| floorplanning | Die Ht | 237 um |
| cts | Worst-Skew Late Latency | 0.57 ns |
| detailed routing | Count of vias placed by the detailed router | 10300 |
| sta | Count of endpoints failing hold in the final timing report | 0 |
| critical path | Cell with the biggest individual delay on the critical path | sky130_fd_sc_hd__clkdlybuf4s50_1 |
| detailed routing | Number of antenna repair diodes | 0 |
| cts | CTS H-Tree Depth | 2 |
| critical path | Worst reg2reg startpoint | SPI_RF.state[2] |
| critical path | Kind of critical path | in2out |
| yosys | Cells in synth_stat.txt | 1332 |
| cts | Setup fix buffers added after clock tree synthesis | 0 |
| critical path | Most frequent cell on the critical path | sky130_fd_sc_hd__clkdlybuf4s50_1 |
| critical path | CP max FO | 1 |
| placed design | Buffers added on ports | 132 |
| global route | Initial antenna violation count | 0 |
| floorplanning | Initial Util | 30.6% |
| critical path | Worst Setup Start Kind | input pin |
| run | Count of tool warnings | 29 |
| floorplanning | DIE WIDTH | 237 um |
| cts | Number of CTS-inserted buffers | 42 |
| critical path | CP delay by family, top | buffers and inverters |
| yosys | Most common flop cell mapped by yosys | sky130_fd_sc_hd__edfxtp_1 |
| sta | Achievable frequency | 224 MHz |
| cts | CTS hold repair buffers | 0 |
| placed design | Post-DP HPWL | 22.9 mm |
| floorplanning | CORE AREA | 54200 um2 |
| detailed routing | Final ANT Viol Nets | 0 |
| worst hold path | Worst hold path cell count | 1 |
| yosys | Count of cell types in the netlist | 68 |
| detailed routing | Average via count per standard cell | 4.65 |
| run status | Outcome | finished, final reports clean |
| yosys | Post-synth area hogs | sky130_fd_sc_hd__edfxtp_1 52%, sky130_fd_sc_hd__dfrtp_1 9.6%, sky130_fd_sc_hd__ha_1 4.4% |
| sta | Summed negative setup slack over all endpoints | 0 ns |
| sta | Count of pins over their slew limit | 0 |
| yosys | Share of Yosys cell area claimed by the top area cell type | 52.1% |
| critical path | Endpoint type of the worst setup path | primary output |
| critical path | Required time at the endpoint of the critical path | 6.88 ns |
| sta | Remaining max-slew budget at the tightest pin | 45.2% |
| worst hold path | Hold/Removal Path Class | reg2reg |
| yosys | Part of the Yosys area used for sequential elements | 63.0% |
| global route | Total global-route track usage | 12.4% |
| sta | RSZ-0062 raised after global routing | false |
| layout | Final standard cell utilization of the core | 37.0% |
| pwr | Total power draw | 4.06 mW |
| cts | Buffers from clock root to sink, at most | 3 |
| placed design | DP Worst Slack | 4.14 ns |
| critical path | Reg-to-reg endpoint | SPI_RF.curBit_addr[2] |
| critical path | Critical Path Max Stage Delay | 0.46 ns |
| pwr | Leakage component of the power | 7.52 nW |
| placed design | RePlAce Congestion | 0.816 |
| placed design | Placed cell count | 2129 |
| detailed routing | Final routed DRC violation total | 0 |
| sta | Worst-case setup margin in the final layout | 4.14 ns |
| layout | Growth of design area from synthesis to finish | 21.0% |
| sta | Setup clock skew after layout | 0.0258 ns |
| detailed routing | Average detailed-routed wire length per instance | 14.9 um |
| cts | Clock tree from TritonCTS | built |
| detailed routing | Router iterations before antenna repair | 5 |
| layout | Number of inserted filler cells in the final layout | 5098 |
| critical path | Arrival time worst endpoint | 2.74 ns |
| run | MaxCap Viol Count | 0 |
| yosys | Post-synth ARST share | 20.0% |
| sta | Final Hold Slack | 0.481 ns |
| sta | Total of endpoints with negative setup slack in the final report | 0 |
| detailed routing | Drt first-iter violations | 569 |
| cts | Clk Tree Root Cell | sky130_fd_sc_hd__clkbuf_16 |
| yosys | Cell Area, Synth | 16600 um2 |
| layout | Proportion of layout cells with a drive suffix above 1 | 8.88% |
| floorplanning | I/O pin cnt | 147 |
| critical path | Cells along the critical path | clkdlybuf4s50_1 > and2_1 > clkdlybuf4s50_1 |
| yosys | Post-synth tally of flip-flops with integrated enable | 288 |
| global route | Number of global-route vias before repair | 10400 |
| yosys | Post-synthesis cell type with the largest combined area | sky130_fd_sc_hd__edfxtp_1 |
| yosys | Count of state elements after synthesis | 360 |
| pwr | Pwr Density | 202 nW/um2 |
| placed design | Placed instance area | 18700 um2 |
| sta | Clock period minus final worst setup slack | 4.46 ns |
| floorplanning | Area of the die | 56300 um2 |
| yosys | Synthesis warning total | 13 |
| yosys | Avg Cell Area, Syn | 12.5 um2 |
| cts | Clock slew seen by the registers of the worst setup and hold paths | 0.06 ns |
| sta | Final period util | 51.9% |
| yosys | Gate count of the mapped netlist | 1332 |
| yosys | Chip area from the yosys synthesis statistics | 16600 um2 |
| critical path | Worst reg2reg path depth | 5 |
| layout | Most common cell after layout, fill and taps aside | sky130_fd_sc_hd__edfxtp_1 |
| worst hold path | Endpoint of the worst hold-timing path | Updater.state1[7] |
| cts | Number of gates resized after CTS | 0 |
## worst reg2reg max path, stage by stage, from the launching register on
cell	delay (ns)
sky130_fd_sc_hd__dfrtp_1	0.41
sky130_fd_sc_hd__nor4_1	0.61
sky130_fd_sc_hd__nand2_1	0.19
sky130_fd_sc_hd__nor2_1	0.40
sky130_fd_sc_hd__o21ai_0	0.14
sky130_fd_sc_hd__nor3b_1	0.61
## kinds of logic after synthesis
kind of cell	Yosys count	share of synthesized area (%)
AOI/OAI and AO/OA	171	6.31
xor gates and xnor gates	72	3.80
adders and majority gates	58	4.37
buffers and inverters	132	3.47
DFF	360	63.0
muxes	37	4.21
other	2	0.0452
and+or+nand+nor	500	14.8
## per-layer routing
layer	GRT usage, %	wire length, um	up-vias
met3	4.09	2470	49
li1	-	-	5086
met5	0	0	-
met4	2.29	669	0
met2	19.9	15700	235
met1	17.3	13900	4893
## power by group
part           internal, mW  switching, mW
clock                  1.09          0.721
combinational         0.137          0.140
sequential             1.93         0.0448
## cell usage after synthesis (12+ instances only)
cell type	count
sky130_fd_sc_hd__edfxtp_1	288
sky130_fd_sc_hd__nand2_1	191
sky130_fd_sc_hd__nor2_1	83
sky130_fd_sc_hd__inv_1	77
sky130_fd_sc_hd__a21oi_1	64
sky130_fd_sc_hd__dfrtp_1	64
sky130_fd_sc_hd__ha_1	58
sky130_fd_sc_hd__o21ai_0	41
sky130_fd_sc_hd__xor2_1	39
sky130_fd_sc_hd__and2_1	38
sky130_fd_sc_hd__nand3_1	38
sky130_fd_sc_hd__xnor2_1	33
sky130_fd_sc_hd__clkbuf_1	29
sky130_fd_sc_hd__mux4_2	26
sky130_fd_sc_hd__nand2b_1	24
sky130_fd_sc_hd__nand4_1	24
sky130_fd_sc_hd__buf_4	18
sky130_fd_sc_hd__nor3_1	17
sky130_fd_sc_hd__nor2b_1	15
sky130_fd_sc_hd__and3_1	14
sky130_fd_sc_hd__nor4_1	12
## state kept, by name, summed over array words and instances, names as in the netlist, 32 cells and up
| signal | count |
|---|---|
| SPI_RF.data | 32 |
| Updater.U_LO_DATA | 32 |
| code | 32 |
| Updater.U_RF_DATA | 32 |
| SPI_LO.data | 32 |
## area by class of cell
type / instances / area (um2) / area share (%)
flip-flops and latches: 360 / 10500 / 52.1
multi-input cells: 852 / 5640 / 28.1
repair buffers: 142 / 1390 / 6.94
clock buffers: 49 / 1110 / 5.52
well taps: 696 / 871 / 4.33
clock inverters: 27 / 318 / 1.58
inverters: 79 / 297 / 1.48
## worst max path at each step
stage       startpoint      end  slack (ns)  cells past startpoint
4_1_cts   RF_OUTPUT_EN  RF_P[3]        4.13                      3
5_1_grt   RF_OUTPUT_EN  RF_P[3]        4.09                      3
6_report  RF_OUTPUT_EN  RF_P[3]        4.14                      3
Power is estimated from default activity; no workload was simulated.
