==> design/flow/design.v <==
module Signal_Transceiver(
    input    wire            CLOCK_10M,
    input    wire            RESET_N,
    input    wire            START,
    input    wire            TR,
    input    wire   [15:0]   ADDR,
    input    wire   [31:0]   DATA,
    output   reg             SIGNAL_TRANSC_BUSY,
    input    wire            SIGNAL_GEN_OVER,
    input    wire            Reveiver_OVER,
    output   reg             RF_OUTPUT_EN,
    output   reg             GEN,
    output   reg             PRE_GEN,
    output   reg    [31:0]   CODE,
    output   reg    [15:0]   CODE_LEN,
    output   reg    [15:0]   CODE_DURATION,
    output   reg    [15:0]   PULSE_LEN,
    output   reg    [ 7:0]   PROBE_MODE,
    input    wire            INITIED,
    output   wire   [31:0]   FREQW,
    output   reg             UPDATE,
    input    wire            UPDATED
    );
    reg   [ 7:0]    probe_mode;  
    reg   [31:0]    probe_interval;
    reg   [15:0]    groups_number;
    reg   [15:0]    repetition_number;
    reg   [ 7:0]    frequency_mode;  
    reg   [31:0]    starting_freqw;
    reg   [31:0]    stepping_freqw;
    reg   [15:0]    stepping_number;
    reg   [ 7:0]    code_type;
    reg   [ 7:0]    code_number;
    reg   [15:0]    code_length;    
    reg   [15:0]    code_duration;  
    reg   [15:0]    pulse_lenght;   
    reg   [31:0]    codes[31:0];    
    reg   [31:0]    checked = 0;
    reg   [15:0]    pre_delay_GEN = 5*256;
    reg   [31:0]    cur_freqw;      
    reg   [31:0]    cur_stepping_freqw;
    reg   [15:0]    cur_groups_number;
    reg   [15:0]    cur_repetition_number;
    reg   [15:0]    cur_stepping_number;
    reg   [ 7:0]    cur_code_number;
    assign  FREQW = cur_freqw;
    reg   [ 7:0]    state = 0;
    reg             start = 0;
    reg   [15:0]    delay = 0;
    always @(posedge TR or negedge RESET_N) begin
        if (!RESET_N) begin
            pre_delay_GEN <= 6*256;
        end else begin
            if (ADDR == 120) begin
                probe_mode <= DATA;
            end else if (ADDR == 121) begin
                probe_interval <= DATA;
            end else if (ADDR == 122) begin
                groups_number <= DATA;
            end else if (ADDR == 123) begin
                repetition_number <= DATA;
            end else if (ADDR == 124) begin
                frequency_mode <= DATA;
            end else if (ADDR == 125) begin
                starting_freqw <= DATA;
            end else if (ADDR == 126) begin
                stepping_freqw <= DATA;
            end else if (ADDR == 127) begin
                stepping_number <= DATA;
            end else if (ADDR == 128) begin
                code_type <= DATA;
            end else if (ADDR == 129) begin
                code_number <= DATA;
            end else if (ADDR == 130) begin
                code_length <= DATA;
            end else if (ADDR == 131) begin
                code_duration <= DATA;
            end else if (ADDR == 132) begin
                pulse_lenght <= DATA;
            end else if (133 <= ADDR && ADDR <= 164) begin
                codes[ADDR-133] <= DATA;
            end else if (ADDR == 170) begin
                pre_delay_GEN <= DATA;
            end
        end
    end
    always @(posedge CLOCK_10M or negedge RESET_N) begin
        if (!RESET_N) begin
            start <= 0;
        end else begin
            start <= START;
        end 
    end
    always @(posedge start or negedge RESET_N) begin
        if (!RESET_N) begin
            RF_OUTPUT_EN <= 0;
        end else begin
            RF_OUTPUT_EN <= (probe_mode == 1 || probe_mode == 2 || probe_mode == 5) ? 1 : 0;
        end 
    end
    always @(posedge CLOCK_10M or negedge RESET_N) begin
        if (!RESET_N) begin
            state <= 0;
            GEN   <= 0;
            PRE_GEN <= 0;
            SIGNAL_TRANSC_BUSY <= 0;
        end else begin
            case (state)
                0:  begin
                        GEN <= 0;
                        PRE_GEN <= 0;
                        SIGNAL_TRANSC_BUSY <= 0;
                        if (!start) begin
                            state <= 1;
                        end
                    end
                1:  begin
                        if (start) begin
                            SIGNAL_TRANSC_BUSY    <= 1;
                            cur_freqw             <= starting_freqw;    
                            cur_repetition_number <= 0;
                            cur_stepping_number   <= 0;
                            cur_code_number       <= 0;
                            cur_stepping_freqw    <= stepping_freqw;
                            CODE          <= 0;
                            CODE_LEN      <= code_length;
                            CODE_DURATION <= code_duration;
                            PULSE_LEN     <= pulse_lenght;
                            PROBE_MODE    <= probe_mode;
                            state <= 2;
                        end
                    end
                2:  begin 
                        if (INITIED) begin
                            state <= 3;
                        end
                    end
                3:  begin
                        if (cur_stepping_number < stepping_number) begin
                            cur_repetition_number <= 0;
                            UPDATE <= 1;
                            state <= 4;
                        end else begin
                            state <= 10;
                        end
                    end
                4:  begin  
                        if (UPDATED) begin
                            state <= UPDATE ? 4 : 5;
                        end else begin
                            UPDATE <= 0;
                        end
                    end
                5:  begin
                        if (cur_repetition_number < repetition_number) begin
                            cur_code_number <= 0;
                            state <= 6;
                        end else begin
                            cur_stepping_number <= cur_stepping_number + 1;
                            cur_freqw <= cur_freqw + cur_stepping_freqw;
                            state <= 3;
                        end
                    end
                6:  begin
                        if (cur_code_number < code_number) begin
                            CODE  <= codes[cur_code_number];
                            delay <= 0;
                            state <= 7; 
                        end else begin
                            cur_repetition_number <= cur_repetition_number + 1;
                            state <= 5; 
                        end
                    end
                7:  begin
                        PRE_GEN <= 1; 
                        delay <= delay+1;
                        if (delay > pre_delay_GEN) begin
                            state <= 8;
                        end
                    end
                8:  begin  
                        GEN <= 1; 
                        state <= 9;
                    end
                9:  begin  
                        if (SIGNAL_GEN_OVER && Reveiver_OVER) begin 
                            GEN <= 0; 
                            PRE_GEN <= 0; 
                            cur_code_number <= cur_code_number + 1;
                            state <= 6;  
                        end
                    end
                10:  begin  
                        state <= 0;
                    end
                default: state <= 0;
            endcase
        end
    end
endmodule  
==> design/flow/run.sh <==
#!/bin/bash
# OpenROAD 26Q1-2900-gdf79404cd8, Yosys 0.63+post, stock flow scripts
make -C /OpenROAD-flow-scripts/flow DESIGN_CONFIG=/design/flow/config.mk WORK_HOME=/design/flow/orfs finish
==> design/flow/config.mk <==
export PLATFORM = sky130hd
export DESIGN_NAME = Signal_Transceiver
export DESIGN_NICKNAME = Signal_Transceiver
export VERILOG_FILES = /design/flow/design.v
export SDC_FILE = /design/flow/constraint.sdc
export NUM_CORES = 4
export LEC_CHECK = 1
export CORE_UTILIZATION = 50
==> design/flow/constraint.sdc <==
current_design Signal_Transceiver

set clk_period 14.0
set clk_io_pct 0.2

create_clock -name clk0 -period $clk_period [get_ports {CLOCK_10M}]
create_clock -name clk1 -period $clk_period [get_ports {TR}]

set non_clock_inputs [all_inputs -no_clocks]
set_input_delay [expr $clk_period * $clk_io_pct] -clock clk0 $non_clock_inputs
set_output_delay [expr $clk_period * $clk_io_pct] -clock clk0 [all_outputs]
==> notes.md <==
- **maximum net fanout on the critical path** 31
- **data arrival at the endpoint of the critical path** 5.93 ns
- **worst min-delay path category** reg2reg
- **Switch Pwr** 0.00245 W
- **fraction of post-synthesis cell area in the top cell type by area** 75.8%
- **Hold-fix buffers, CTS** 0
- **die area** 0.112 sq mm
- **part of the power in the clock network** 40.8%
- **cell count of the worst reg-to-reg path** 10
- **gp weighted congestion** 0.991
- **required time of the worst setup path** 14.35 ns
- **YS chip area** 0.0552 sq mm
- **count of unclocked register or latch pins** 1
- **final count of negative-setup-slack endpoints** 0
- **combinational group share of total power** 10.1%
- **number of max-cap violations** 0
- **HPWL after DPL** 113 mm
- **Logic cell area** 0.0121 sq mm
- **vias in the first global route** 35084
- **CTS tree** done
- **cell resize tally after clock tree synthesis** 0
- **commonest cells in the netlist** sky130_fd_sc_hd__edfxtp_1 (1393), sky130_fd_sc_hd__nor2_1 (220), sky130_fd_sc_hd__a22oi_1 (177)
- **post-synth tally of flip-flops with integrated enable** 1393
- **unrepaired setup endpoints after global routing** false
- **total global routing track utilization** 38.1%
- **leading area contributor after synthesis** sky130_fd_sc_hd__edfxtp_1
- **DRC violation count after routing** 0
- **area inside the core boundary** 0.109 sq mm
- **post-synthesis async set-or-reset flop share** 1.76%
- **unique cell type count in the Yosys netlist** 92
- **tool warnings** 31
- **instance count along the most critical hold path** 0
- **first-pass GRT wire length** 261 mm
- **starting density of the core** 50.5%
- **die extent in y** 334 microns
- **Total Negative Setup Slacks** 0 ns
- **post-CTS clock slew at the launch and capture registers of the worst setup and hold paths** 0.06 ns
- **total detailed-routing wirelength** 188 mm
- **DR WL/cell** 35.5 microns
- **antenna violations before repair** 7
- **count of buffers from port buffering** 179
- **number of cell instances after yosys synthesis** 3344
- **count of endpoints without a timing constraint** 2
- **number of synthesis warnings** 2
- **max-slew violations** 0
- **Mapped Area** 0.0552 sq mm
- **Avg Cell Area, Syn** 16.5 sq um
- **critical path endpoint category** register
- **# fillers** 7857
- **number of nets still failing antenna checks after routing** 0
- **number of synthesized register bits** 1418
- **final cell utilization of the core** 59.2%
- **CP Class** in2reg
- **outcome** finished clean
- **areal power density over the cells** 152 mW/mm^2
- **routed via count divided by cell count** 6.37
- **critical path launch point type** input port
- **pin count of the biggest net entering global routing** 70
- **gr ovfl total** 0
- **number of cells produced by synthesis** 3344
- **Int Pwr** 0.00739 W
- **Horiz. Die Dim** 334 microns
- **dominant register cell** sky130_fd_sc_hd__edfxtp_1
- **share of post-route cells with drive strength above 1** 13.8%
- **worst slew margin relative to its limit** 16.7%
- **Lkg Pwr** 21.3 nW
- **Setup WS post-layout** 8.42 ns
- **Switching Fraction** 24.9%
- **biggest area contributors in the synthesized netlist** sky130_fd_sc_hd__edfxtp_1 (76%), sky130_fd_sc_hd__a22oi_1 (2.4%), sky130_fd_sc_hd__ha_1 (2.1%)
- **Hold Fails Final Rpt** 0
- **pre-CTS worst setup slack** 7.77 ns
- **number of rows in the core area** 121
- **sequential cell fraction of total power** 49.1%
- **cell with the most instances after synthesis** sky130_fd_sc_hd__edfxtp_1
- **FF+latch area** 0.0425 sq mm
- **Final Skew** 0.0607 ns
- **number of vias in the routed layout** 33781
- **P&R area growth vs syn** 17.1%
- **boundary pin count** 181
- **Pre-antenna DRT Iters** 6
- **maximum resistive drop on vdd** 0.119 mV
- **post-CTS setup repair buffer count** 0
- **post-synthesis sequential area ratio** 77.0%
- **Worst Max-Slew Pin Slew** 1.24 ns
- **Initial DRC Count** 2819
through the flow:
step,cell area (sq um),hold WS (ns),total power [W],std cells
after global routing,64600,0.456,0.0101,5299
final,64600,0.441,0.00984,5301
after CTS,64600,0.441,0.00987,5299
after floorplan,55200,0.400,0.00539,3344
after global placement,59700,0.402,0.00588,5026
after detailed placement,59700,0.405,0.00589,5026
metal layers:
| metal | vias up | GRT usage (%) | wire length, microns |
|---|---|---|---|
| met4 | 26 | 19.5 | 13500 |
| met1 | 16276 | 43.6 | 55100 |
| met3 | 579 | 30.5 | 35400 |
| li1 | 14189 | - | - |
| met5 | - | 3.60 | 555 |
| met2 | 2711 | 51.6 | 83500 |
state kept, by name, summed over array words and instances, names as in the netlist, 16 cells and up:
signal	count
repetition_number	16
stepping_number	16
PULSE_LEN	16
CODE	32
CODE_DURATION	16
pre_delay_GEN	16
cur_repetition_number	16
stepping_freqw	32
cur_stepping_freqw	32
code_duration	16
cur_stepping_number	16
cur_freqw	32
CODE_LEN	16
delay	16
code_length	16
pulse_lenght	16
starting_freqw	32
codes	1024
layout make-up:
cell class,instances,share of cell area (%)
Sequential cell,1418,65.7
Tap cell,1476,2.86
Antenna cell,2,0.00774
Inverter,75,0.436
Clock inverter,95,1.64
Clock buffer,178,5.97
Timing Repair Buffer,356,4.74
Multi-Input combinational cell,1701,18.7
cells in the final DEF, fill, tap and decap left out, types with 13 or more instances in the layout:
cell type                         instances
sky130_fd_sc_hd__a2111oi_0               19
sky130_fd_sc_hd__a211oi_1                19
sky130_fd_sc_hd__a21o_1                  14
sky130_fd_sc_hd__a21oi_1                116
sky130_fd_sc_hd__a221o_1                 13
sky130_fd_sc_hd__a221oi_1                46
sky130_fd_sc_hd__a222oi_1                42
sky130_fd_sc_hd__a22o_1                  39
sky130_fd_sc_hd__a22oi_1                177
sky130_fd_sc_hd__a31oi_1                 25
sky130_fd_sc_hd__a32oi_1                 23
sky130_fd_sc_hd__and3_1                  15
sky130_fd_sc_hd__buf_2                   16
sky130_fd_sc_hd__buf_4                  175
sky130_fd_sc_hd__bufinv_16               19
sky130_fd_sc_hd__clkbuf_1                28
sky130_fd_sc_hd__clkbuf_16              150
sky130_fd_sc_hd__clkdlybuf4s50_1        163
sky130_fd_sc_hd__clkinv_1                36
sky130_fd_sc_hd__clkinv_2                23
sky130_fd_sc_hd__dfrtp_1                 23
sky130_fd_sc_hd__edfxtp_1              1393
sky130_fd_sc_hd__ha_1                    92
sky130_fd_sc_hd__inv_1                   73
sky130_fd_sc_hd__mux2_2                  42
sky130_fd_sc_hd__mux2i_1                 85
sky130_fd_sc_hd__nand2_1                175
sky130_fd_sc_hd__nand2b_1                26
sky130_fd_sc_hd__nand3_1                 51
sky130_fd_sc_hd__nand4_1                 66
sky130_fd_sc_hd__nor2_1                 192
sky130_fd_sc_hd__nor2_2                  14
sky130_fd_sc_hd__nor2_4                  15
sky130_fd_sc_hd__nor3_1                  24
sky130_fd_sc_hd__nor3_2                  14
sky130_fd_sc_hd__o21ai_0                 78
sky130_fd_sc_hd__o22ai_1                 23
sky130_fd_sc_hd__xnor2_1                 20
sky130_fd_sc_hd__xor2_1                  49
cells by family (layout without fill, tap and decap cells):
kind of cell / after synthesis / in the layout / synth area share [%]
DFF: 1418 / 1418 / 77.0
xor gates and xnor gates: 69 / 69 / 1.10
buffers and inverters: 225 / 704 / 1.76
other: 0 / 2 / 0
muxes: 129 / 129 / 2.48
and+or+nand+nor: 680 / 680 / 5.91
adders and majority gates: 94 / 94 / 2.15
AOI/OAI and AO/OA: 729 / 729 / 9.66
worst paths after layout:
path | startpoint | endpoint | slack, ns
max in group asynchronous | RESET_N | PRE_GEN$_DFFE_PN0P_ | 11.49
min in group clk1 | pre_delay_GEN[1]$_DFFE_PN0P_ | pre_delay_GEN[1]$_DFFE_PN0P_ | 0.50
worst min register to register | stepping_freqw[23]$_DFFE_PP_ | cur_stepping_freqw[23]$_DFFE_PP_ | 0.44
worst min-delay path | stepping_freqw[23]$_DFFE_PP_ | cur_stepping_freqw[23]$_DFFE_PP_ | 0.44
worst max-delay path | ADDR[3] | codes[25][13]$_DFFE_PP_ | 8.42
worst max register to register | cur_code_number[2]$_SDFFCE_PN0P_ | CODE[7]$_SDFFCE_PN0P_ | 9.22
max in group clk0 | cur_code_number[2]$_SDFFCE_PN0P_ | CODE[7]$_SDFFCE_PN0P_ | 9.22
min in group asynchronous | RESET_N | pre_delay_GEN[12]$_DFFE_PN0P_ | 2.13
worst max-delay path, cell delays in order:
cell and delay (ns):
sky130_fd_sc_hd__clkdlybuf4s50_1 0.61, sky130_fd_sc_hd__nand2b_1 0.43, sky130_fd_sc_hd__nor3_1 0.29, sky130_fd_sc_hd__and4_1 0.23
sky130_fd_sc_hd__o21ai_1 0.07, sky130_fd_sc_hd__a21oi_2 0.21, sky130_fd_sc_hd__nand2b_1 0.09, sky130_fd_sc_hd__buf_4 0.22
sky130_fd_sc_hd__nor3_2 0.25, sky130_fd_sc_hd__buf_4 0.68
power by group through the flow:
stage	clock [W]	sequential [W]	combinational [W]
CTS	0.00407	0.00483	0.000978
global route	0.00423	0.00483	0.00106
finish	0.00402	0.00483	0.000996
Power and IR drop assume default switching activity.
